`flow/design.v`:
```
`timescale 1ns/1ps
module d_ff 
	          (
		          input 	    [7:0]i_data,
		          input 		     i_clk,
		          input         [7:0]i_en,
		          input 		     i_rst_n,
		          output 	reg [7:0]o_data
	           );
always@(posedge i_clk )begin
    if(i_rst_n == 1'b0)begin
	    o_data <= 0;
	end else begin
	if(i_en == 1'b1 | i_rst_n == 1'b1) begin
	    o_data <= i_data;
	end 
	end
 end
endmodule
`timescale 1ns/1ps
module decoder #(
			parameter ADDR_WIDTH = 3,
			parameter DATA_WIDTH = 8
		)
		(
			input 		    [ADDR_WIDTH-1:0]i_addr,
			input                           i_en,
			output 	reg 	[DATA_WIDTH-1:0]o_a,o_b,o_c,o_d,o_e,o_f,o_g,o_h
		);
always@(i_addr or i_en)
    begin
    if(i_en) begin
        case(i_addr)
	    3'b000  : o_a = 8'b00000001;
	    3'b001  : o_b = 8'b00000010;
	    3'b010  : o_c = 8'b00000100;
	    3'b011  : o_d = 8'b00001000;
	    3'b100  : o_e = 8'b00010000;
	    3'b101  : o_f = 8'b00100000;
	    3'b110  : o_g = 8'b01000000;
	    3'b111  : o_h = 8'b10000000;
	endcase
    end
 end
endmodule
module mux41(
                input [7:0] a,
                input [7:0] b,
                input [7:0] c,
                input [7:0] d,
                input [7:0] e,
                input [7:0] f,
                input [7:0] g,
                input [7:0] h,
                input [2:0] sel,
                input       en,
                output reg [7:0] out
             );
always@(*) begin
if(en) begin
    case (sel)
         3'b000 :out <= a;
         3'b001 :out <= b;
         3'b010 :out <= c;
         3'b011 :out <= d;
         3'b100 :out <= e;
         3'b101 :out <= f;
         3'b110 :out <= g;
         3'b111 :out <= h;
         default : out <= 4'b0;
   endcase
end
end
endmodule
`timescale 1ns/1ps
module reg_rw #(
	                parameter    ADDR_WIDTH = 3,
		            parameter    DATA_WIDTH = 8	
	            )
	            (
		             input                              i_clk,
		             input                              i_wr_en,
		             input                              i_rd_en,
		             input                              i_rstn,
	    	         input             [ADDR_WIDTH-1:0] i_wrAddr,
		             input             [DATA_WIDTH-1:0] i_wrData,
		             output            [DATA_WIDTH-1:0] o_Data
	             );
	             wire [DATA_WIDTH-1:0] reg0,reg1,reg2,reg3,reg4,reg5,reg6,reg7,o_data;
	             wire [DATA_WIDTH-1:0] r0,r1,r2,r3,r4,r5,r6,r7;
   decoder inst_decoder (
                            .i_addr(i_wrAddr),
                            .i_en(i_wr_en),
                            .o_a(r0),
                            .o_b(r1),
                            .o_c(r2),
                            .o_d(r3),
                            .o_e(r4),
                            .o_f(r5),
                            .o_g(r6),
                            .o_h(r7)
                         );
    d_ff inst_dff0(
                      .i_data(i_wrData),
                      .i_clk(i_clk),
                      .i_en(r0),
                      .i_rst_n(i_rstn),
                      .o_data(reg0)   
                  );
    d_ff inst_dff1(
                      .i_data(i_wrData),
                      .i_clk(i_clk),
                      .i_en(r1),
                      .i_rst_n(i_rstn),
                      .o_data(reg1)    
                  );
    d_ff inst_dff2(
                      .i_data(i_wrData),
                      .i_clk(i_clk),
                      .i_en(r2),
                      .i_rst_n(i_rstn),
                      .o_data(reg2)    
                  );
    d_ff inst_dff3(
                      .i_data(i_wrData),
                      .i_clk(i_clk),
                      .i_en(r3),
                      .i_rst_n(i_rstn),
                      .o_data(reg3)    
                  ); 
    d_ff inst_dff4(
                        .i_data(i_wrData),
                        .i_clk(i_clk),
                        .i_en(r4),
                        .i_rst_n(i_rstn),
                        .o_data(reg4)    
                    );
     d_ff inst_dff5(
                        .i_data(i_wrData),
                        .i_clk(i_clk),
                        .i_en(r5),
                        .i_rst_n(i_rstn),
                        .o_data(reg5)    
                   );
    d_ff inst_dff6(
                        .i_data(i_wrData),
                        .i_clk(i_clk),
                        .i_en(r6),
                        .i_rst_n(i_rstn),
                        .o_data(reg6)    
                  );
    d_ff inst_dff7(
                        .i_data(i_wrData),
                        .i_clk(i_clk),
                        .i_en(r7),
                        .i_rst_n(i_rstn),
                        .o_data(reg7)    
                   );
  mux41 inst_mux411 (
                          .a(reg0),
                          .b(reg1),
                          .c(reg2),
                          .d(reg3),
                          .e(reg4),
                          .f(reg5),
                          .g(reg6),
                          .h(reg7),
                          .sel(i_wrAddr),
                          .en(i_rd_en),
                          .out(o_Data)      
                    );
endmodule                
```
`flow/run.sh`:
```
#!/bin/bash
# OpenROAD 26Q1-2900-gdf79404cd8, Yosys 0.63+post, stock flow scripts
make -C /OpenROAD-flow-scripts/flow DESIGN_CONFIG=/design/flow/config.mk WORK_HOME=/design/flow/orfs finish
```
`flow/config.mk`:
```
export PLATFORM = sky130hd
export DESIGN_NAME = reg_rw
export DESIGN_NICKNAME = reg_rw
export VERILOG_FILES = /design/flow/design.v
export SDC_FILE = /design/flow/constraint.sdc
export NUM_CORES = 4
export LEC_CHECK = 1
export CORE_AREA = 10 10 70 70
export DIE_AREA = 0 0 80 80
```
`flow/constraint.sdc`:
```
current_design reg_rw

set clk_period 1.0
set clk_io_pct 0.2

create_clock -name clk0 -period $clk_period [get_ports {i_clk}]

set non_clock_inputs [all_inputs -no_clocks]
set_input_delay [expr $clk_period * $clk_io_pct] -clock clk0 $non_clock_inputs
set_output_delay [expr $clk_period * $clk_io_pct] -clock clk0 [all_outputs]
```
==> results.ini <==
[job]
drv_cap=0
warning_count=29

[pwr]
finalPower_mw=0.6521
power_density_nw_per_um2=1104
leakage_nw=0.2309
ir_drop_uv=238.4

[die]
ios=23
die_h_um=80
die_area_um2=6400
die_w_um=80
core_util_floorplan=0.09670
core_um2=3416
rows=21

[outcome]
status=completed

[global_routing]
antenna_found_initial=0
grt.total_usage=0.02169
grt_pass1_wl_um=1131
grt_pass1_vias=260
grt_start_max_net_pins=9
gr-total-overflow=0

[cells_and_area]
drive_gt1_frac=0.06667
syn_to_final_growth_pct=78.79
final_cells=91

[placement]
placed_cells=88
finalWeightedCongestion=0.6335
port-buffer-count=18

[logic_synthesis]
top_area_cell=dfxtp_1
top_area_frac=0.4848
top_cells_by_area=dfxtp_1 (48%), dlxtp_1 (36%), and2_1 (15%)
edf_count=0
ys_seq_elements=16
top_cells_by_count=and2_1 (8), dfxtp_1 (8), dlxtp_1 (8)
synth_chip_area_um2=330.3
syn_area_per_cell_um2=13.76
async_flop_share=0
ys.flop_type=dlxtp_1
synth_cells=24
ys_types=3
ys_cells=24
yosys_warnings=3
netlist_area_um2=330.3

[timing]
hold_viol=0
hold_ws_ps=529.8
untimed_endpoints=16
maxSlewHeadroom=0.8698
unclocked_regs=8
worstMarginPinSlew_ps=194.6
slew_viol_final=0
rsz0062_at_grt=false
period_minus_slack_ps=772.8
period_used_share=0.7728
timing.fmax_ghz=1.294
setup_viol=0

[detailed_routing]
firstDrtPassIters=1
drc=0
wl_um=715
viasPerCell=2.582
vias=235
ant_nets=0
antennaDiodeCount=0
post_drt_wl_per_cell_um=7.857
drt_iter0_markers=0

[critical_path]
cp_slowest_stage_delay_ps=500
cp-start-kind=input port
crit_chain=clkdlybuf4s50_1 -> and2_1
required_ps=1130
path_delay_family=buffers and inverters
path_max_fanout=8
critPathBufInv=1
critPathKind=in2reg
end_kind=register
cp.arrival_ps=900
cp_slowest_cell=clkdlybuf4s50_1

[clock_tree]
cts_resized=0
h-tree-depth=1
root_buffer=clkbuf_4
clockBufferDepth=2
clk_pin_slew_ps=40
cts_tree=built
cts_buffers=3
cts_setup_buffers=0
cts_hold_buffers=0

[min_path]
worstHoldPathType=in2reg

[through the flow]
| step | TNS [ps] | utilization | worst slack (ps) | instance area, um2 |
|---|---|---|---|---|
| 2_1_floorplan | 0 | - | 559.8 | 330.3 |
| 3_5_place_dp | -245.8 | 0.1663 | -52.51 | 568.0 |
| 3_3_place_gp | -15.93 | 0.1663 | -15.93 | 568.0 |
| 6_report | 0 | 0.1729 | 227.2 | 590.6 |
| 4_1_cts | 0 | 0.1729 | 207.0 | 590.6 |
| 5_1_grt | 0 | 0.1729 | 164.7 | 590.6 |
[cell type report]
class,instances,area [um2]
Fill cell,380,2825
Sequential cell,16,280.3
Timing Repair Buffer,18,180.2
Tap cell,46,57.56
Multi-Input combinational cell,8,50.05
Clock buffer,3,22.52
[path summary, 6_finish.rpt]
check        start  slack [ps]                              to  cells after the start
max         i_rstn         230  inst_dff1.o_data[1]$_SDFF_PN0_                      2
min    i_wrData[1]         530  inst_dff1.o_data[1]$_SDFF_PN0_                      2
[power breakdown]
part	internal [mW]	total [mW]	switching, mW
logic	0.0545	0.0677	0.0132
registers	0.360	0.366	0.00632
clock network	0.135	0.218	0.0830
total	0.550	0.652	0.102
[registers in the layout (all words and copies together), names as in the netlist]
signal,cells
inst_dff1.o_data,8
inst_mux411.out,8
[layout by cell type, fill, tap and decap left out, drive strengths merged]
cell,Yosys,final
and2,8,8
dfxtp,8,8
clkbuf,0,3
dlxtp,8,8
clkdlybuf4s50,0,18
[per-layer routing]
layer / track usage / share of wire
met5: 0 / 0
met2: 0.04173 / 0.56
met1: 0.01901 / 0.27
met3: 0.006818 / 0.12
met4: 0.01232 / 0.048
[logic make-up after synthesis]
family | count (synthesis) | share of synthesized area
AND/OR/NAND/NOR | 8 | 0.1515
flip-flops | 8 | 0.4848
latches | 8 | 0.3636
